<file path="./run.sh">
#!/bin/bash
# OpenROAD 26Q1-2900-gdf79404cd8, Yosys 0.63+post, stock flow scripts
make -C /OpenROAD-flow-scripts/flow DESIGN_CONFIG=/design/flow/config.mk WORK_HOME=/design/flow/orfs finish
</file>
<file path="./config.mk">
export PLATFORM = sky130hd
export DESIGN_NAME = sequential_subtractor
export DESIGN_NICKNAME = sequential_subtractor
export VERILOG_FILES = /design/flow/design.v
export SDC_FILE = /design/flow/constraint.sdc
export NUM_CORES = 4
export LEC_CHECK = 1
export CORE_UTILIZATION = 40
</file>
<file path="./constraint.sdc">
current_design sequential_subtractor

set clk_period 5.1
set clk_io_pct 0.2

create_clock -name clk0 -period $clk_period [get_ports {clk}]

set non_clock_inputs [all_inputs -no_clocks]
set_input_delay [expr $clk_period * $clk_io_pct] -clock clk0 $non_clock_inputs
set_output_delay [expr $clk_period * $clk_io_pct] -clock clk0 [all_outputs]
</file>
<file path="./design.v">
module sequential_subtractor (
    input clk,            
    input reset,          
    input start,          
    input [15:0] a,       
    input [15:0] b,       
    output reg [15:0] result,  
    output reg borrow,    
    output reg done,      
    output reg underflow  
);
parameter IDLE    = 2'b00;   
parameter SUBTRACT = 2'b01;   
parameter DONE    = 2'b10;   
reg [1:0] current_state, next_state;
reg [4:0] counter;        
always @(posedge clk or posedge reset) begin
    if (reset) begin
        current_state <= IDLE;
    end else begin
        current_state <= next_state;
    end
end
always @(*) begin
    case (current_state)
        IDLE:     next_state = start ? SUBTRACT : IDLE;
        SUBTRACT: next_state = (counter == 5'd16) ? DONE : SUBTRACT;
        DONE:     next_state = IDLE;
        default:  next_state = IDLE;
    endcase
end
reg [15:0] reg_a;         
reg [15:0] reg_b;         
reg [15:0] reg_result;    
reg reg_borrow;           
always @(posedge clk or posedge reset) begin
    if (reset) begin
        reg_a <= 16'b0;
        reg_b <= 16'b0;
        reg_result <= 16'b0;
        reg_borrow <= 1'b0;
        result <= 16'b0;
        borrow <= 1'b0;
        counter <= 5'b0;
        done <= 1'b0;
        underflow <= 1'b0;
    end else begin
        case (current_state)
            IDLE: begin
                if (start) begin
                    reg_a <= a;
                    reg_b <= b;
                    reg_result <= 16'b0;
                    reg_borrow <= 1'b0;
                    counter <= 5'b0;
                    done <= 1'b0;
                    underflow <= 1'b0;
                end
            end
            SUBTRACT: begin
                reg_result[counter] = reg_a[counter] ^ reg_b[counter] ^ reg_borrow;
                reg_borrow = (~reg_a[counter] & reg_b[counter]) | 
                            (~reg_a[counter] & reg_borrow) | 
                            (reg_b[counter] & reg_borrow);
                counter <= counter + 1;
            end
            DONE: begin
                result <= reg_result;
                borrow <= reg_borrow;
                underflow <= reg_borrow;
                done <= 1'b1;
            end
        endcase
    end
end
endmodule
</file>
==> job_summary.md <==
## PnR job results

| Metric | Value |
|---|---|
| Max frequency | `0.323 GHz` |
| Max-slew headroom | `0.550` |
| Asr flop ratio synth | `1.00` |
| Post-Route Skew | `0.0118 ns` |
| DRC viols | `0` |
| M1 GR Usage | `0.265` |
| # Cells Yosys | `271` |
| Worst hold path type | `reg -> reg` |
| Int Power | `1.68 mW` |
| Cycle use final | `0.607` |
| Top_reg_cell synth | `dfrtp_1` |
| Setup repair bufs after CTS | `0` |
| Ant. Diodes | `0` |
| Leakage | `1.87 nW` |
| Wirelength per Cell | `15.8 um` |
| Crit-path max FO | `14` |
| 1st-pass router iterations | `5` |
| Port-buffer cells | `53` |
| Slew @ Worst Pin | `between 0.6 and 0.7 ns` |
| Outcome | `completed` |
| Combinational Power Share | `0.389` |
| Clock latency (worst-skew pair) | `0.35 ns` |
| Die Height | `95.8 um` |
| Switching pwr | `between 800 and 900 uW` |
| Peak supply drop | `240 uV` |
| Post-synth area hogs | `dfrtp_1 53%, mux2_2 16%, mux4_2 2.6%` |
| Total negative setup slack | `0 ns` |
| Clock-pin slew on the worst setup and hold paths | `0.07 ns` |
| Top cells by count | `75 x dfrtp_1, 49 x mux2_2, 14 x nand2_1` |
| CTS root buffer | `clkbuf_8` |
| Via-per-instance ratio | `5.38` |
| Mapped Cells | `roughly 270` |
| Post-synth cell types | `48` |
| Seq pwr share | `0.415` |
| Design Power | `between 2 and 3 mW` |
| All-Layer GR Usage | `0.177` |
| Area leader share | `0.533` |
| Post-CTS sizing | `0` |
| Final max-slew violation count | `0` |
| Crit path kind | `reg -> reg` |
| Synth top cell by count | `dfrtp_1` |
| Clock sinks | `76` |
| Yosys reg bits | `76` |
| Gpl congestion | `0.819` |
| Top-level I/O count | `about 54` |
| CTS tree | `yes` |
| Tool warning count | `28` |
| Min Hold Slack | `0.488 ns` |
| Cts bufs inserted | `9` |
| Largest net degree at the start of global routing | `53` |
| Layout cells sized above 1 | `0.253` |
| Flip-flops with a built-in enable | `0` |
| Chip area in the Yosys report | `roughly 3500 sq um` |
| Die area | `a little over 9000 sq um` |
| Yosys top cell by area | `dfrtp_1` |
| WHS Path Cells | `2` |
| Synth warn | `1` |
| Core footprint | `8380 sq um` |
| Synth Seq Share | `0.541` |
| Critical Path Start Type | `flip-flop` |
| P per Cell Area | `589 nW/um^2` |
| Area delta synth->final | `23.6%` |
| Clock power frac | `0.196` |
| Initial DRC count | `130` |
| Cell Count, Final, Fillers Out | `~440` |
| WL final | `6920 um` |
| GR met2 Demand/Resource | `0.282` |
| Initial antenna violation count | `0` |
| Clock Path Buffers | `2` |
| Final Hold Fails | `0` |
| Synthesized area | `3520 sq um` |
| Antenna viol nets, final | `0` |
| Util after Layout | `0.519` |
| Mean post-synth cell area | `13.0 sq um` |
| Filler instances | `751` |
| Core Util at FP | `0.420` |
| Via count | `2351` |
| Maximum Capacitance Violations | `0` |
| Met3 Use GR | `0.0329` |
| FF-to-FF path depth | `8` |
| First-pass GRT wire length | `12100 um` |
| Sw Share | `0.344` |
| Final worst path period need | `3.10 ns` |
| GRT busiest layer | `met2` |
| Num rows | `33` |
| Hpwl dp | `4840 um` |
| Grt ovf | `0` |
| Dpl cells | `421` |
| Crit path required time | `about 5.4 ns` |
| RSZ-0062 raised after global routing | `no` |
| Die width | `95.8 um` |
| H-tree depth | `3` |
| CP Data Arrival Time | `3.36 ns` |
| CTS Hold Bufs | `0` |
| Crit end category | `flip-flop` |
| Setup Viol. Count Final | `0` |
| Number of global-route vias before repair | `2498` |
==> cell families after synthesis <==
family,count (synthesis),synth area share
XOR/XNOR,3,0.00747
buffers and inverters,18,0.0288
flip-flops,76,0.541
AND/OR/NAND/NOR,53,0.0885
adder cells (fa/ha/maj),6,0.0235
AND-OR/OR-AND,53,0.102
multiplexers,62,0.209
==> placed cells by master, fill, tap and decap left out, types with 3 or more instances in the layout <==
cell             instances
dfrtp_1                 75
clkdlybuf4s50_1         53
mux2_2                  49
nand2_1                 14
o21ai_0                 13
clkbuf_8                10
nor2_1                   9
a21oi_1                  9
o211ai_1                 8
mux2i_1                  8
o22ai_1                  7
nand3_1                  6
nand4_1                  5
inv_1                    5
ha_1                     5
mux4_2                   4
buf_4                    4
o21ai_1                  3
==> power by group through the flow <==
stage / registers (mW) / clock network [mW] / logic [mW]
6_report: 1.06 / 0.501 / 0.998
5_1_grt: 1.11 / 0.546 / 1.12
4_1_cts: 1.07 / 0.518 / 1.01
==> critical path: stages, from the launching register on <==
cell and delay [ns]:
dfrtp_1 0.67, buf_4 0.31, mux4_2 0.51, a22oi_1 0.19, o21ai_1 0.11, fa_1 0.46, nor3b_2 0.32, nand4_1 0.24
o22ai_1 0.21
==> area by class of cell <==
cell class              count  area, sq um  share of cell area
flip-flops and latches     76         1900               0.437
clock buffers              12          145              0.0334
clock inverters             4         72.6              0.0167
repair buffers             57          561               0.129
multi-input cells         177         1520               0.348
inverters                   6         22.5             0.00518
well taps                 105          131              0.0302
==> metrics by stage <==
stage          area, sq um  setup WS [ns]
5_1_grt               4350           1.73
6_report              4350           2.00
3_3_place_gp          4130           2.04
4_1_cts               4350           1.99
2_1_floorplan         3520           2.14
3_5_place_dp          4130           2.02
==> flip-flops by register name, indices dropped and copies added, names as in the netlist <==
name           count
reg_result        16
borrow             1
reg_b             16
done               1
result            16
underflow          1
counter            5
reg_a             16
current_state      3
reg_borrow         1
==> layer usage <==
layer | vias up | part of all wire
li1 | 1114 | -
met1 | 1169 | 0.46
met2 | 58 | 0.49
met3 | 10 | 0.039
met4 | 0 | 0.013
met5 | - | 0
==> path summary, 6_finish.rpt <==
check | start | end | slack [ns]
max reg2reg | counter[0] | reg_result[14] | 2.00
min | reg_result[0] | reg_result[0] | 0.49
max in group asynchronous | reset | result[1] | 2.99
max | counter[0] | reg_result[14] | 2.00
min reg2reg | reg_result[0] | reg_result[0] | 0.49
min in group asynchronous | reset | reg_b[13] | 1.04
Power figures rest on the tool's default switching activity, not on a simulated workload.
