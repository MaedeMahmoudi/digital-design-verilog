File: /design/flow/design.v
module byte_enable_ram(
    input wire clk,
    input wire we, 
    input wire [1:0] byte_en, 
    input wire [2:0] addr, 
    input wire [15:0] data_in,
    output  reg [15:0] data_out
);
reg [15:0] mem [0:7];
always @(posedge clk)begin
    if(we)begin
       if(byte_en[0]) mem[addr][7:0] <= data_in[7:0];
       if(byte_en[1]) mem[addr][15:8] <=data_in[15:8];
    end
    data_out <= mem[addr];
end
endmodule
File: /design/flow/run.sh
#!/bin/bash
# OpenROAD 26Q1-2900-gdf79404cd8, Yosys 0.63+post, stock flow scripts
make -C /OpenROAD-flow-scripts/flow DESIGN_CONFIG=/design/flow/config.mk WORK_HOME=/design/flow/orfs finish
File: /design/flow/config.mk
export PLATFORM = sky130hd
export DESIGN_NAME = byte_enable_ram
export DESIGN_NICKNAME = byte_enable_ram
export VERILOG_FILES = /design/flow/design.v
export SDC_FILE = /design/flow/constraint.sdc
export NUM_CORES = 4
export LEC_CHECK = 1
export CORE_UTILIZATION = 40
File: /design/flow/constraint.sdc
current_design byte_enable_ram

set clk_period 4.8
set clk_io_pct 0.2

create_clock -name clk0 -period $clk_period [get_ports {clk}]

set non_clock_inputs [all_inputs -no_clocks]
set_input_delay [expr $clk_period * $clk_io_pct] -clock clk0 $non_clock_inputs
set_output_delay [expr $clk_period * $clk_io_pct] -clock clk0 [all_outputs]
==> run_results.csv <==
group,metric,value,unit
logic_synthesis,yosys-stat-area,5320,sq um
timing,max_freq,352,MHz
setup_path,path_buffers,1,
logic_synthesis,top_area_share,72.3,%
timing,tightest_slew,0.865,ns
power,finalPower,2.81,mW
clock_network,postCtsSetupRepairBufs,0,
setup_path,reg2reg_from,"mem[0][15]",
logic_synthesis,area_leaders,"edfxtp_1 (72%), mux4_2 (8.9%), dfxtp_1 (6.0%)",
power,seq_power_share,50.1,%
cells_and_area,drive_gt1_share,25.7,%
clock_network,cts.hold.buffers_added,0,
die,num_rows,41,
drt,diodes,0,
power,ir_drop,0.216,mV
flow_run,warnings,25,
outcome,status,"completed",
die,die-area,13800,sq um
logic_synthesis,synth.avg_cell_area,23.6,sq um
logic_synthesis,ys.warnings.count,1,
die,fp-utilization,41.6,%
setup_path,critical_path_class,"in2reg",
clock_network,cts_root_buf,"clkbuf_16",
setup_path,startpoint_type,"input port",
drt,vias,2362,
logic_synthesis,ys_cells,225,
setup_path,worst-path-max-fanout,15,
clock_network,ctsResizeCount,0,
drt,drt_iter0_drc,252,
power,p_int,2.26,mW
power,pwr-share-comb,5.1,%
clock_network,tritoncts,"built",
setup_path,reg2reg_slack,3.51,ns
clock_network,cts_sinks,144,
cells_and_area,area_growth,21.8,%
setup_path,ff2ff_path_depth,2,
clock_network,clkTransAtPathRegs,0.06,ns
setup_path,cp.required,4.84,ns
drt,ant_nets,0,
timing,slew_viol_final,0,
global_routing,grt-ovfl-total,0,
die,die_x,117,um
die,die_y,117,um
logic_synthesis,synth_top_cell_by_area,"edfxtp_1",
global_routing,antenna_found_initial,0,
drt,viasPerCell,5.09,
logic_synthesis,syn_area,5320,sq um
setup_path,slowest_delay,0.94,ns
place,postPlaceCellArea,5890,sq um
cells_and_area,register_area,4160,sq um
hold_path,hold_end,"data_out[9]",
flow_run,drv_cap,0,
drt,dr.pass1.iters,4,
global_routing,grt_pass1_wl,14000,um
cells_and_area,fillers,982,
drt,drt-total-wl,8960,um
drt,drc_errors,0,
timing,period_used_share,59.2,%
setup_path,cp_top_family,"simple AND/OR/NAND/NOR gates",
setup_path,worstSetupStartpoint,"addr[2]",
clock_network,htreeDepth,4,
cells_and_area,comb_area,1090,sq um
timing,hold_viol,0,
place,port-buffer-count,38,
cells_and_area,final_area,6470,sq um
logic_synthesis,syn_inst,225,
timing,slew_headroom,42.1,%
clock_network,ctsLongestPathBuffers,2,
hold_path,hold_path_class,"reg2reg",
power,p_leak,2.12,nW
power,power_density,434,nW/um^2
logic_synthesis,yosysUniqueCellTypes,17,
global_routing,grt_max_degree,24,
timing,tns,0,ns
die,ios,39,
setup_path,worstPathArrival,2.88,ns
power,swShare,19.6,%
clock_network,numCtsBuffers,17,
cells_and_area,mostFrequentLayoutCell,"edfxtp_1",
clock_network,clock.latency.late_pin,0.41,ns
global_routing,grt_pass1_vias,2502,
setup_path,cp_cell_sequence,"clkdlybuf4s50_1 -> nand3_1 -> nor2_1",
setup_path,slowest_stage,"clkdlybuf4s50_1",
setup_path,reg2reg_to,"data_out[15]",
drt,wl_per_cell,19.3,um
timing,post-route-min-period,2.84,ns
timing,clock_skew,0.00404,ns
logic_synthesis,ys_seq_share,78.3,%
setup_path,cp-end-kind,"flop",
timing,setup_viol,0,
power,p_sw,552,uW
place,gp_congestion,0.784,
logic_synthesis,ys_seq_elements,144,
power,p_clk_share,44.9,%
die,core-area,12800,sq um
global_routing,grt.total_usage,15.8,%
cells_and_area,final_layout_top_logic_cells,"edfxtp_1 (128), clkdlybuf4s50_1 (37), mux4_2 (21), clkbuf_16 (17), dfxtp_1 (16)",
timing,rsz0062_at_grt,"false",
hold_path,whs_path_depth,2,
hold_path,hold_path.startpoint,"mem[0][9]",
place,hpwlAfterDp,5710,um
-- stage by stage --
step | std cells | hold WS [ns] | setup slack, ns | util, %
after floorplan | 225 | 0.643 | 2.19 | -
after CTS | 464 | 0.677 | 1.94 | 50.7
after global routing | 464 | 0.693 | 1.77 | 50.7
after global placement | 432 | 0.655 | 1.56 | 46.1
after detailed placement | 432 | 0.662 | 1.53 | 46.1
final | 464 | 0.672 | 1.96 | 50.7
-- power groups by stage --
stage / sequential, mW / clock [mW] / combinational (mW)
after CTS: 1.41 / 1.29 / 0.146
after global routing: 1.41 / 1.34 / 0.156
final: 1.41 / 1.26 / 0.142
-- how the worst max path moves through the flow --
stage / end / slack [ns] / depth (start not counted)
4_1_cts: mem[6][8] / 1.94 / 3
5_1_grt: mem[3][1] / 1.77 / 4
6_report: mem[6][13] / 1.96 / 3
-- metal layers --
layer  global-route usage (%)  share of wire [%]  vias up
li1                         -                  -     1052
met4                     2.70                1.5        0
met1                     25.7                 43     1193
met3                     8.13                9.4       11
met2                     21.8                 46      106
met5                        0                  0        -
-- worst register-to-register path: stages (launching register included) --
cell	delay [ns]
edfxtp_1	0.36
mux4_1	0.53
mux2_2	0.30
-- synth_stat cells, drive strengths merged --
cell type / count
mux4: 32
edfxtp: 128
nor3: 4
mux2: 16
buf: 9
nand2b: 2
nor2: 12
nand3b: 2
clkbuf: 1
nand3: 2
dfxtp: 16
nand2: 1
-- final cells by class --
type                       instances  area share [%]
timing repair buffer              45            6.61
clock inverter                    13            2.14
multi-input combinational         71            16.8
clock buffer                      19            6.84
tap                              172            3.32
sequential                       144            64.3
-- sequential cells by signal, indices dropped and copies added, names as in the netlist --
register and flops:
mem 128, data_out 16
-- cells by family (layout without fill, tap and decap cells) --
family / count (synthesis) / in the layout / synth area share, %
simple gates: 23 / 23 / 2.00
mux: 48 / 48 / 18.4
buf+inv: 10 / 77 / 1.25
flops: 144 / 144 / 78.3
Power figures rest on the tool's default switching activity, not on a simulated workload.
