===== ./constraint.sdc =====
current_design fifo_register

set clk_period 3.2
set clk_io_pct 0.2

create_clock -name clk0 -period $clk_period [get_ports {clk}]

set non_clock_inputs [all_inputs -no_clocks]
set_input_delay [expr $clk_period * $clk_io_pct] -clock clk0 $non_clock_inputs
set_output_delay [expr $clk_period * $clk_io_pct] -clock clk0 [all_outputs]

===== ./run.sh =====
#!/bin/bash
# OpenROAD 26Q1-2900-gdf79404cd8, Yosys 0.63+post, stock flow scripts
make -C /OpenROAD-flow-scripts/flow DESIGN_CONFIG=/design/flow/config.mk WORK_HOME=/design/flow/orfs finish

===== ./design.v =====
module fifo_register #(
    parameter DEPTH = 8,
    parameter WIDTH = 8,
)(
    input wire clk,
    input wire rst_n,
    input wire wr_en, 
    input wire rd_en, 
    input wire [WIDTH-1:0] data_in,
    input wire [WIDTH-1:0] data_out,
    output wire full,
    output wire empty
);
reg [WIDTH-1:0] mem [0:DEPTH-1];
reg [2:0] wr_ptr;
reg [2:0] rd_ptr;
reg [3:0] count;
assign full = (count == DEPTH);
assign empty = (count == 0);
assign data_out = mem[rd_ptr];
always @(posedge  clk or negedge rst_n) begin
    if(!rst_n)begin
        wr_ptr <= 0;
        rd_ptr <= 0;
        count <= 0;
        for (int i=0; i< DEPTH; i = i+1)begin
            mem[i] <= 0;
        end
    end else begin  
        if(wr_en && !full)begin
            mem[wr_ptr] <= data_in;
            wr_ptr <= wr_ptr + 1;
            count <= count + 1;
    end
    if(rd_en && !empty)begin
        rd_ptr <= rd_ptr + 1;
        count <= count -1;
    end 
end
end 
endmodule

===== ./config.mk =====
export PLATFORM = sky130hd
export DESIGN_NAME = fifo_register
export DESIGN_NICKNAME = fifo_register
export VERILOG_FILES = /design/flow/design.v
export SDC_FILE = /design/flow/constraint.sdc
export NUM_CORES = 4
export LEC_CHECK = 1
export CORE_AREA = 10 10 70 70
export DIE_AREA = 0 0 80 80

==> run notes <==
Notes on the physical design

The run finished with clean final reports. The clock root buffer is clkbuf_4. The capture point of the worst reg-to-reg path is count[3]. The clock skew is around 0.0015 ns.

After synthesis the cells add up to around 320 µm². After detailed routing, the number of remaining DRC violations is 0. The routability congestion estimate is approximately 0.83. Hold analysis shows the worst path with a depth of 1. Per the skew report, the later register of the worst-skew pair sees a clock latency of 0.23 ns. In this run, post-CTS repair resized a total of 0 instances. The mean post-synth cell area is ~9.7 µm². The TritonCTS clock tree is built.

The number of placed instances, taps included is approximately 84. The register with the most flip-flops in the layout has 4 of them. The final tally of hold violations is 0. The post-layout period usage of the worst path is between 70% and 80%. For the pin with the worst max-slew slack, the measured transition is 0.338 ns. The endpoint with the worst hold slack is count[2]. Checking max transition, the worst relative margin is 77.3%. The total overflow left after global routing is 0. In this design, the stage delay of the slowest critical-path cell is about 0.47 ns. The final-layout setup total negative slack is 0 ns.

According to the I/O placement log, the pin count is 22. The cell with the largest stage delay on the worst path is clkdlybuf4s50_1. The total tool warning count is a little over 40.

The largest registers in the layout are count: 4 flops. The launch point of the worst path is count[1]. The number of failing setup endpoints in the final timing report is 0. The total of max-cap violations is 0.

The worst path required time is around 2.6 ns. STA reports a reg2reg setup slack of 1.00 ns. The number of DRC violations after detailed-routing iteration 0 is 16. For this design, Yosys synthesis ends with a cell count of 33. The flow measured a signed area growth from synthesis to layout of 40.8%. Wires add up to ~660 µm. The via count of the first global-routing pass is slightly below 300. The number of synthesized register bits is 4. The reg-to-reg critical path startpoint is count[1]. The number of rows created at floorplan is 21. The first-pass GRT wire length is between 1 and 1.5 mm. The number of distinct library cell variants in the gate-level netlist after synthesis is 18.

The post-synthesis cell count is 33. The routed design shows a via density per instance of between 3 and 4. The leakage power is between 0.00015 and 0.0002 µW.

Traced cell by cell, the critical path runs through or3_1, nor2_1, clkdlybuf4s50_1. The number of buffers inserted during clock tree synthesis is 3. For this run, the script counts the antenna cells in the layout as 0. The layout has roughly 400 filler cells.

In the layout the commonest cells are 5 x inv_1, 5 x clkdlybuf4s50_1, 4 x dfrtp_1. Counting flops per register, the top entry is count. The remaining antenna violation count is 0.

According to the floorplan report, the placeable core area is ~3400 µm². The path depth of the worst reg2reg path is 8. The floorplan step set the die height to 80 µm. The origin of the worst min-delay path is count[2].

The buffer and inverter count on the worst path is 1. The clock sink total is 4. The arrival time at the worst endpoint is ~1.7 ns. The worst min-delay path class is flip-flop to flip-flop. Per the detail_route report, the via count comes to around 270. The maximum clock insertion buffer count is 2. Before placement the cells fill about a tenth of the core.

For this run, the top clock speed supported by timing is between 0.4 and 0.5 GHz. The share of cells above drive strength 1 is between 10% and 20%. The horizontal die dimension is about 80 µm. The number of buffers added for setup after CTS is 0. The cell class contributing the biggest share of worst-path delay is simple AND/OR/NAND/NOR gates. Setup repair after global routing left no endpoint under its margin. The total of hold buffers inserted after clock tree synthesis is 0. Leaving out filler cells and counting taps, the final layout contains roughly 87. The final count of pins violating max slew is 0. According to the Yosys statistics, the synthesized design has a chip area of about 320 µm².

STA classifies the critical path startpoint as a flip-flop. The critical path endpoint category is an output port. The count of input and output buffers is 5. The post-synthesis sequential area ratio is between 30% and 40%.

Global routing used 2.51% of the available tracks. Entering global routing, the biggest net connects 8 pins. The classification of the worst setup path is flip-flop to output port.

In this run the number of H-tree levels came out at 1. The length of the first detailed-routing pass in iterations is 4. The full die area is roughly 6400 µm². In the final routed layout, each cell accounts on average for between 7 and 8 µm. The yosys synthesis warning count is 2. The largest driver fanout on the critical path is 5. The worst path needs roughly 2.3 ns of the cycle, external delays included. Hold timing on the final database bottoms out at a slack of between 0.5 and 0.6 ns. Per the power-grid run, VDD falls by no more than about 0.22 mV. Dividing total power by cell area gives a power density of between 800 and 900 nW/µm².

The initial antenna violation count is 0. The clock input transition at the sequential cells of the worst setup and hold paths is roughly 0.04 ns.
## cells in the mapped netlist
master / number / area [µm²]
o21ai_1: 1 / 5.00
ha_1: 2 / 25.0
nand2_1: 1 / 3.75
xnor2_1: 2 / 17.5
a21oi_1: 2 / 10.0
a22oi_4: 1 / 21.3
dfrtp_1: 4 / 100
nor3_2: 1 / 10.0
nor2_1: 3 / 11.3
mux2i_1: 1 / 10.0
a211o_1: 1 / 8.76
fa_1: 1 / 20.0
and2_1: 1 / 6.26
nand3_1: 1 / 5.00
inv_1: 5 / 18.8
o211ai_1: 3 / 22.5
or3_1: 2 / 12.5
mux2_1: 1 / 11.3
## logic make-up (layout without fill, tap and decap cells)
family,Yosys count,in the layout,synth area share [%]
and+or+nand+nor,9,9,15.3
AOI/OAI and AO/OA,8,8,21.2
buffers and inverters,5,13,5.88
DFF,4,4,31.4
adders and majority gates,3,3,14.1
xor gates and xnor gates,2,2,5.49
muxes,2,2,6.67
## layout make-up
class | instances | area [µm²] | area share [%]
Multi-Input combinational cell | 24 | 200 | 44.6
Sequential cell | 4 | 100 | 22.3
Tap cell | 46 | 57.6 | 12.8
Timing Repair Buffer | 5 | 50.0 | 11.1
Clock buffer | 3 | 22.5 | 5.01
Inverter | 5 | 18.8 | 4.18
## power breakdown
group | switching (µW) | internal, µW
Sequential | 36.1 | 79.1
Combinational | 90.2 | 94.4
Clock | 20.0 | 41.9
## stage by stage
step / instance area [µm²] / total power, µW / util, % / setup WS, ns
5_1_grt: 449 / 412 / 13.2 / 0.738
3_5_place_dp: 427 / 303 / 12.5 / 0.731
4_1_cts: 449 / 369 / 13.2 / 0.867
6_report: 449 / 362 / 13.2 / 0.914
2_1_floorplan: 319 / 251 / - / 1.18
3_3_place_gp: 427 / 293 / 12.5 / 0.761
## worst max path at each step
stage | to | cells past startpoint
CTS | empty | 3
global route | count[3] | 8
finish | empty | 3
## per-layer routing
metal / up-vias / GRT usage [%] / wire length [µm]
li1: 135 / - / -
met4: 0 / 0.176 / 0
met3: 0 / 1.82 / 67
met5: - / 0 / 0
met2: 9 / 3.37 / 225
met1: 127 / 3.28 / 367
Power and IR drop assume default switching activity.
